<file path="design/flow/config.mk">
export PLATFORM = sky130hd
export DESIGN_NAME = uart
export DESIGN_NICKNAME = uart
export VERILOG_FILES = /design/flow/design.v
export SDC_FILE = /design/flow/constraint.sdc
export NUM_CORES = 4
export LEC_CHECK = 1
export CORE_UTILIZATION = 50
</file>
<file path="design/flow/constraint.sdc">
current_design uart

set clk_period 4.8
set clk_io_pct 0.2

create_clock -name clk0 -period $clk_period [get_ports {clk_i}]

set non_clock_inputs [all_inputs -no_clocks]
set_input_delay [expr $clk_period * $clk_io_pct] -clock clk0 $non_clock_inputs
set_output_delay [expr $clk_period * $clk_io_pct] -clock clk0 [all_outputs]
</file>
<file path="design/flow/design.v">
`timescale 1ns/1ns
module baud_rate_gen
  #(parameter FINAL_DIVSR = 650)
	 (output 		done_o,
	  input 		clk_i,
	  input 		reset_i);
	reg [10:0] count;
	reg [10:0] count_next;
	always@(posedge clk_i , posedge reset_i) begin
		if(reset_i) 
			count <= 11'b0;
		else 
			count <= count_next;	
	end 
    assign count_next = (count == FINAL_DIVSR) ? 0 : count + 1'b1;
	assign done_o     = (count == 11'd1);
endmodule
`timescale 1ns/1ns
module rx_fifo 
	#(parameter D_WIDTH = 8,
	  parameter D_DEPTH = 16)
	 (output		empty_o,
	  output 		full_o,		 
      output [D_WIDTH-1:0]  rd_data_o,
	  input  				rd_ena_i,	
      input  [D_WIDTH-1:0]  wrt_data_i,
	  input  				wrt_ena_i,
	  input  		clk_i,
	  input 		reset_i);
	  localparam PTR_SIZE = $clog2(D_DEPTH);
	  parameter  READ = 2'b01;
	  parameter  WRITE = 2'b10;
	  parameter  READ_WRITE = 2'b11;
	  reg [PTR_SIZE-1:0]	rd_ptr, nxt_rd_ptr;
	  reg [PTR_SIZE-1:0]	wrt_ptr, nxt_wrt_ptr;
	  reg [D_WIDTH-1:0] 	rd_data;
	  reg [D_WIDTH-1:0]	wrt_data;
	  reg 			wrapped_rd_ptr, nxt_wrapped_rd_ptr;
	  reg 			wrapped_wrt_ptr, nxt_wrapped_wrt_ptr;
	  reg [D_WIDTH-1:0] 	mem_rx 	[0:D_DEPTH-1];
	  always@(posedge clk_i , posedge reset_i) begin
			if(reset_i) begin
				{wrapped_rd_ptr,rd_ptr} <= 0;
				{wrapped_wrt_ptr,wrt_ptr} <= 0;
				rd_data <= 0;
			end
			else begin
				{wrapped_rd_ptr,rd_ptr} <= {nxt_wrapped_rd_ptr,nxt_rd_ptr};
				{wrapped_wrt_ptr,wrt_ptr} <= {nxt_wrapped_wrt_ptr,wrt_ptr};				
			end
	  end 
	  always@(*) begin
			nxt_rd_ptr = rd_ptr;
			nxt_wrt_ptr = wrt_ptr;
			nxt_wrapped_rd_ptr = wrapped_rd_ptr;
			nxt_wrapped_wrt_ptr = wrapped_wrt_ptr;
			rd_data = mem_rx[rd_ptr];
			case({wrt_ena_i,rd_ena_i}) 
			READ : begin
					rd_data <= mem_rx[rd_ptr[PTR_SIZE-1:0]];
					if(rd_ptr == D_DEPTH-1) begin
						nxt_wrapped_rd_ptr <= ~wrapped_rd_ptr;
						nxt_rd_ptr <= 0;
					end
					else 
						nxt_rd_ptr <= rd_ptr + PTR_SIZE'(1'b1);
			end
			WRITE : begin
					mem_rx[wrt_ptr[PTR_SIZE-1:0]] <= wrt_data;
					if(wrt_ptr == D_DEPTH-1) begin
						nxt_wrapped_wrt_ptr <= ~wrapped_wrt_ptr;
						nxt_wrt_ptr <= 0;
					end
					else 
						nxt_wrt_ptr <= wrt_ptr + PTR_SIZE'(1'b1);
			end
			READ_WRITE : begin
					rd_data <= mem_rx[rd_ptr[PTR_SIZE-1:0]];
					if(rd_ptr == D_DEPTH-1) begin
						nxt_wrapped_rd_ptr <= ~wrapped_rd_ptr;
						nxt_rd_ptr <= 0;
					end
					else 
						nxt_rd_ptr <= rd_ptr + PTR_SIZE'(1'b1);
					mem_rx[wrt_ptr[PTR_SIZE-1:0]] <= wrt_data;
					if(wrt_ptr == D_DEPTH-1) begin
						nxt_wrapped_wrt_ptr = ~wrapped_wrt_ptr;
						nxt_wrt_ptr = 0;
					end
					else 
						nxt_wrt_ptr = wrt_ptr + PTR_SIZE'(1'b1);					
			end
			endcase
	  end
	  assign rd_data_o =  rd_data;
	  assign empty_o   = ({wrapped_rd_ptr,rd_ptr} == {wrapped_wrt_ptr,wrt_ptr});
	  assign full_o	   = (wrapped_rd_ptr == ~wrapped_wrt_ptr) & (rd_ptr == wrt_ptr);
endmodule
`timescale 1ns/1ns
module tx_fifo 
	#(parameter D_WIDTH = 8,
	  parameter D_DEPTH = 16)
	 (output		empty_o,
	  output 		full_o,		 
      output [D_WIDTH-1:0]  rd_data_o,
	  input  				rd_ena_i,	
      input  [D_WIDTH-1:0]  wrt_data_i,
	  input  				wrt_ena_i,
	  input  		clk_i,
	  input 		reset_i);
	  localparam PTR_SIZE = $clog2(D_DEPTH);
	  parameter  READ = 2'b01;
	  parameter  WRITE = 2'b10;
	  parameter  READ_WRITE = 2'b11;
	  reg [PTR_SIZE-1:0]	rd_ptr, nxt_rd_ptr;
	  reg [PTR_SIZE-1:0]	wrt_ptr, nxt_wrt_ptr;
	  reg [D_WIDTH-1:0] 	rd_data;
	  reg [D_WIDTH-1:0]	wrt_data;
	  reg 			wrapped_rd_ptr, nxt_wrapped_rd_ptr;
	  reg 			wrapped_wrt_ptr, nxt_wrapped_wrt_ptr;
	  reg [D_WIDTH-1:0] 	mem_tx 		[0:D_DEPTH-1];
	  always@(posedge clk_i , posedge reset_i) begin
			if(reset_i) begin
				{wrapped_rd_ptr,rd_ptr} <= 0;
				{wrapped_wrt_ptr,wrt_ptr} <= 0;
				rd_data <= 0;
			end
			else begin
				{wrapped_rd_ptr,rd_ptr} <= {nxt_wrapped_rd_ptr,nxt_rd_ptr};
				{wrapped_wrt_ptr,wrt_ptr} <= {nxt_wrapped_wrt_ptr,wrt_ptr};				
			end
	  end 
	  always@(*) begin
			nxt_rd_ptr = rd_ptr;
			nxt_wrt_ptr = wrt_ptr;
			nxt_wrapped_rd_ptr = wrapped_rd_ptr;
			nxt_wrapped_wrt_ptr = wrapped_wrt_ptr;
			rd_data = mem_tx[rd_ptr];
			case({wrt_ena_i,rd_ena_i}) 
			READ : begin
					rd_data <= mem_tx[rd_ptr[PTR_SIZE-1:0]];
					if(rd_ptr == D_DEPTH-1) begin
						nxt_wrapped_rd_ptr <= ~wrapped_rd_ptr;
						nxt_rd_ptr <= 0;
					end
					else 
						nxt_rd_ptr <= rd_ptr + PTR_SIZE'(1'b1);
			end
			WRITE : begin
					mem_tx[wrt_ptr[PTR_SIZE-1:0]] <= wrt_data;
					if(wrt_ptr == D_DEPTH-1) begin
						nxt_wrapped_wrt_ptr <= ~wrapped_wrt_ptr;
						nxt_wrt_ptr <= 0;
					end
					else 
						nxt_wrt_ptr <= wrt_ptr + PTR_SIZE'(1'b1);
			end
			READ_WRITE : begin
					rd_data <= mem_tx[rd_ptr[PTR_SIZE-1:0]];
					if(rd_ptr == D_DEPTH-1) begin
						nxt_wrapped_rd_ptr <= ~wrapped_rd_ptr;
						nxt_rd_ptr <= 0;
					end
					else 
						nxt_rd_ptr <= rd_ptr + PTR_SIZE'(1'b1);
					mem_tx[wrt_ptr[PTR_SIZE-1:0]] <= wrt_data;
					if(wrt_ptr == D_DEPTH-1) begin
						nxt_wrapped_wrt_ptr = ~wrapped_wrt_ptr;
						nxt_wrt_ptr = 0;
					end
					else 
						nxt_wrt_ptr = wrt_ptr + PTR_SIZE'(1'b1);					
			end
			endcase
	  end
	  assign rd_data_o =  rd_data;
	  assign empty_o   = ({wrapped_rd_ptr,rd_ptr} == {wrapped_wrt_ptr,wrt_ptr});
	  assign full_o	   = (wrapped_rd_ptr == ~wrapped_wrt_ptr) & (rd_ptr == wrt_ptr);
endmodule
`timescale 1ns/1ns
module rx_fsm 
  #(parameter D_WIDTH = 8,
    parameter SB_TICK = 16)
  (output [D_WIDTH-1:0] rx_byte_o,
   output 				rx_done_o,
   input 				rx_data_i,
   input 				s_tick_i,
   input 				clk_i,
   input 				reset_i);
  parameter [1:0] IDLE = 2'd0, START = 2'd1, DATA = 2'd2, STOP = 2'd3;
  reg 	[2:0] 	bits_next, bits_reg;
  reg 	[3:0]	s_next, s_reg;
  reg	[1:0]   next_state, state;
  reg   [7:0]	shift_bits_next,shift_bits_reg;
  reg 			rx_done;
  always@(posedge clk_i , posedge reset_i) begin
    if(reset_i) begin
      state <= IDLE;
      s_reg <= 0;
      bits_reg <= 0;
      shift_bits_reg <= 0;
    end
    else begin
      state <= next_state;
      bits_reg <= bits_next;
      s_reg <= s_next;
      shift_bits_reg <= shift_bits_next;
    end    
  end
  always@(*) begin
    bits_next = bits_reg;
    s_next    = s_reg;
    rx_done = 1'b0;
    shift_bits_next = shift_bits_reg;
    next_state = state;
    case(state) 
      IDLE : begin
        if(~rx_data_i) begin
          	s_next = 1'b0;
            next_state = START;
        end
        else 
          	next_state = IDLE;
      end
      START : begin
        if(s_tick_i) begin
          if(s_reg == 4'd7) begin 
            	next_state = DATA;
            	s_next     = 1'b0;
            	bits_next  = 3'b0;
          end
          	else
              	s_next	   = s_reg + 1'b1;
        end
      end
      DATA : begin
        if(s_tick_i) begin
          if(s_reg == 4'd15) begin
            s_next = 0;
            shift_bits_next = {rx_data_i,shift_bits_reg[7:1]};
            if(bits_reg == D_WIDTH - 1)
              next_state = STOP;
            else 
              bits_next = bits_reg + 1'b1;
          end
          	s_next = s_reg + 1'b1;          
        end
      end
      STOP: begin
        if(s_tick_i) begin
          if(s_reg == SB_TICK - 1) begin
            rx_done = 1'b1;
            next_state = IDLE;
          end
          else
            rx_done = 0;          
        end
        else 
          	s_next = s_reg +1'b1;
      end
      default : next_state = IDLE;
    endcase
  end
  assign rx_done_o = rx_done;
endmodule
`timescale 1ns/1ns
module tx_fsm 
  #(parameter D_BITS = 8,
    parameter SB_TICK = 16)
  (output 				tx_data_o,
   output 				tx_done_o,
   input  [D_BITS-1:0]  tx_data_i,
   input 		 		clk_i,
   input 				reset_i,
   input 				s_tick_i,
   input 				tx_start_i);
  parameter [1:0] IDLE = 2'd0, START = 2'd1, DATA = 2'd2, STOP = 2'd3;
  reg [1:0] 		next_state, state;
  reg [3:0] 		s_next, s_reg;
  reg [2:0]		 	bits_next, bits_reg;
  reg [D_BITS-1:0]  shift_bit_next, shift_bit_reg;
  reg 				tx_next, tx_reg;
  reg				tx_done;
  always@(posedge clk_i , posedge reset_i) begin
    if(reset_i) begin
      state <= IDLE;
      shift_bit_reg <= 0;
      s_reg <= 0;
      bits_reg <= 0;
      tx_reg <= 0;
    end
    else begin
      state <= next_state;
      shift_bit_reg <= shift_bit_next;
      s_reg <= s_next;
      bits_reg <= bits_next;
      tx_reg <= tx_next;
    end
  end
  always@(*) begin
    next_state = state;
    shift_bit_next = shift_bit_reg;
    s_next = s_reg;
    tx_next = tx_reg;
    bits_next = bits_reg;
    case(state) 
      IDLE: begin
        tx_next = 1'b1;
        if(tx_start_i) begin
          next_state = START;
          s_next = 0;
          shift_bit_next = tx_data_i;
        end
      end
      START : begin
        tx_next = 1'b0;
        if(s_tick_i) begin
          if(s_reg == 4'd15) begin
            next_state = DATA;
            s_next = 4'd0;
            bits_next = 3'd0;
          end
          else 
          	s_next = s_reg + 1'b1;
        end
      end
      DATA : begin
        tx_next = shift_bit_reg[0];
        if(s_tick_i) begin
          if(s_reg == 4'd15) begin
            s_next = 0;
            shift_bit_next = shift_bit_reg >> 1;
            if(bits_reg == D_BITS - 1) 
              next_state = STOP;
            else 
              bits_next = bits_reg + 1'b1;
          end
          else 
            s_next = s_reg + 1'b1;
        end
      end
      STOP : begin
        tx_next = 1'b1;
        if(s_tick_i) begin
          if(s_reg == SB_TICK - 1) begin
            tx_done = 1'b1;
            next_state = IDLE;
          end
          s_next = s_reg + 1'b1;
        end
      end
      default : next_state = IDLE;
    endcase
  end
  assign tx_done_o = tx_done;
  assign tx_data_o = tx_reg;
endmodule
`timescale 1ns/1ns
module uart 
  #(parameter D_BITS = 8,
    parameter SB_TICKS = 16)
  ( output 				tx_data_o,
    output 				rx_empty_o,
    output				tx_full_o,
   output 	[D_BITS-1:0]rx_byte_o,
   input	[D_BITS-1:0]tx_byte_i,
   input 				tx_wrt_ena_i,
   input 				rx_rd_ena_i,
   input 				rx_data_i,
   input				clk_i,
   input 				reset_i);
  wire 				baud_tick;
  wire 	[D_BITS-1:0]rx_fsm_o;
  wire				rx_fsm_done;
  wire  [D_BITS-1:0]tx_fsm_i;
  wire 				tx_fifo_empty,tx_fsm_done;
  baud_rate_gen baud_inst(
    .done_o(baud_tick),
    .clk_i(clk_i),
    .reset_i(reset_i));
  rx_fifo rx_fifo_inst(
    .clk_i(clk_i),
    .reset_i(reset_i),
    .empty_o(rx_empty_o),
    .rd_data_o(rx_byte_o),
    .rd_ena_i(rx_rd_ena_i),
    .wrt_data_i(rx_fsm_o),
    .wrt_ena_i(rx_fsm_done));
  tx_fifo tx_fifo_inst(
    .clk_i(clk_i),
    .reset_i(reset_i),
    .empty_o(tx_fifo_empty),
    .full_o(tx_full_o),
    .rd_data_o(tx_fsm_i),
    .rd_ena_i(tx_fsm_done),
    .wrt_data_i(tx_byte_i),
    .wrt_ena_i(tx_wrt_ena_i));
  rx_fsm rx_fsm_inst(
    .clk_i(clk_i),
    .reset_i(reset_i),
    .s_tick_i(baud_tick),
    .rx_data_i(rx_data_i),
    .rx_done_o(rx_fsm_done),
    .rx_byte_o(rx_fsm_o));
  tx_fsm tx_fsm_inst(
    .clk_i(clk_i),
    .reset_i(reset_i),
    .s_tick_i(baud_tick),
    .tx_start_i(~tx_fifo_empty),
    .tx_data_i(tx_fsm_i),
    .tx_done_o(tx_fsm_done),
    .tx_data_o(tx_data_o));
endmodule
</file>
<file path="design/flow/run.sh">
#!/bin/bash
# OpenROAD 26Q1-2900-gdf79404cd8, Yosys 0.63+post, stock flow scripts
make -C /OpenROAD-flow-scripts/flow DESIGN_CONFIG=/design/flow/config.mk WORK_HOME=/design/flow/orfs finish
</file>
==> results.cfg <==
; yosys + openroad results
[floorplan]
io_pins = 24
row_count = 21
fp.dieArea_mm2 = 0.00375
dieHeight_um = 61.2
die_w_um = 61.2
core_mm2 = 0.00334
fp_util = 0.525

[detailed_routing]
drtIter0Drc = 75
drc_errors = 0
antenna_cells_inserted = 0
drt-wirelength-per-cell_um = 11.8
drt_pre_antenna_iters = 4
viasPerCell = 5.34
drt_wl_total_um = 2710
vias = 1224
ant_nets = 0

[synthesis]
flop_cell = dfrtp_1
yosysCellCount = 173
top_logic_kind = simple AND/OR/NAND/NOR gates
syn_avg_cell_area_um2 = 10.1
aoi_share = 0.119
edf_count = 0
top_cell = dfrtp_1
top_cells_by_area = dfrtp_1, ha_1, xnor2_1, inv_1, o21ai_0
ys.flops = 33
simple_gate_area_frac = 0.187
synth_adder_area_share = 0.0714
synth_cell_types = 38
mux_share = 0
synth_warnings = 56
ys_sh_xor = 0.0650
ys_seq_share = 0.472
async_reset_ff_frac = 1.00
synth.cell_area_mm2 = 0.00175
largest_area_cell = dfrtp_1
ys_chip_area_mm2 = 0.00175
top_cell_area_share = 0.457
top_cells_by_count = dfrtp_1, inv_1, o21ai_0
syn_inst = 173

[global_routing]
grt_pass1_wl_um = 4690
antenna_found_initial = 0
grt.overflow.total = 0
grt_usage = 0.173
grt_pass1_vias = 1072
grt_max_degree = 34

[place]
dpl_cell_area_mm2 = 0.00182
hpwl_um = 1910
io_buffers = 5
gp_congestion = 0.777

[clock_network]
worstSkewPairLatency_ns = 0.33
htreeDepth = 2
cts_tree = built
clockRootBuffer = clkbuf_4
cts_buffer_depth = 2
clock_sinks = 33
cts_buffers = 5
holdBufCountCts = 0
path_clk_slew_ns = 0.09
cts_setup_buffers = 0
cts_resized = 0

[finish]
regMostFlops = baud_inst.count
area_growth_syn_to_layout_pct = 6.35
stdcell_area_mm2 = 0.00186
largest_register_ffs = 11
drive_above_1_share = 0.0710

[worst_setup_path]
cp_top_family = buffers and inverters
cp.arrival_ns = 1.76
critical_path_required_ns = 3.84
worstSetupStartpointType = register
critical_path.slowest_cell = clkdlybuf4s50_1
critPathMaxStageDelay_ns = 0.51
crit_buf_inv = 2
cp-end-kind = output pin
path_max_fanout = 4
path_class = reg2out
cp_cell_sequence = inv_1, ha_1, nor4bb_1, clkdlybuf4s50_1

[job]
openroad.warnings = 39
cap_violations = 0

[sta]
finalCritPeriodShare = 0.567
tightest_slew_ns = 0.625
hold_viol = 0
slew_headroom = 0.580
fmax_ghz = 0.368
rsz0062_at_grt = false
setup_viol = 0
tns_ns = 0
drv_slew = 0
min_period_ns = 2.72
skew_ns = 0.00514

[power]
ir_worst_vdd_mv = 0.220
power_density_mw_per_mm2 = 277
p_leak_nw = 0.807

[status]
status = complete, no violations

[hold_path]
hp-class = reg2reg
-- cells by family after synthesis --
group / Yosys count
fa+ha+maj: 10
buf+inv: 29
xor+xnor: 13
simple gates: 54
flops: 33
compound gates: 33
other cells: 1
-- through the flow --
| stage | setup WS [ns] | hold WS [ns] | instances | total power (W) | util |
|---|---|---|---|---|---|
| CTS | 2.05 | 0.491 | 229 | 0.000524 | 0.559 |
| detailed placement | 2.43 | 0.476 | 221 | 0.000374 | 0.544 |
| global route | 1.92 | 0.516 | 229 | 0.000554 | 0.559 |
| floorplan | 3.05 | 0.447 | 180 | 0.000360 | - |
| global placement | 2.45 | 0.467 | 221 | 0.000373 | 0.544 |
| finish | 2.08 | 0.492 | 229 | 0.000517 | 0.559 |
-- worst reg2reg max path, cell delays in order (launching register included) --
cell and delay (ns):
dfrtp_1 0.45, inv_1 0.08, ha_1 0.13, nor4b_4 0.26
nand4b_1 0.40, o22ai_1 0.38, o221ai_1 0.18
-- final cells by class --
| type | count | area [µm²] |
|---|---|---|
| Fill cell | 307 | 1470 |
| Sequential cell | 33 | 827 |
| Multi-Input combinational cell | 118 | 806 |
| Inverter | 18 | 67.6 |
| Timing Repair Buffer | 6 | 57.6 |
| Tap cell | 46 | 57.6 |
| Clock buffer | 8 | 48.8 |
-- final timing paths --
kind | from | end | slack, ns | cells after the start
hold / removal | tx_fifo_inst.rd_ptr[0]$_DFF_PP0_ | tx_fifo_inst.rd_ptr[0]$_DFF_PP0_ | 0.49 | 1
min in group asynchronous | reset_i | baud_inst.count[3]$_DFF_PP0_ | 1.00 | 3
hold reg to reg | tx_fifo_inst.rd_ptr[0]$_DFF_PP0_ | tx_fifo_inst.rd_ptr[0]$_DFF_PP0_ | 0.49 | 1
setup reg to reg | baud_inst.count[1]$_DFF_PP0_ | tx_fsm_inst.bits_reg[1]$_DFFE_PP0P_ | 2.79 | 6
max in group asynchronous | reset_i | tx_fsm_inst.state[0]$_DFF_PP1_ | 3.47 | 3
setup / recovery | tx_fifo_inst.rd_ptr[0]$_DFF_PP0_ | tx_full_o | 2.08 | 4
-- layout by cell type (no fill, tap or decap), types with 2 or more instances in the layout --
master | netlist | final
nand4_1 | 3 | 3
nand2_1 | 11 | 11
nor3_1 | 2 | 2
xnor2_1 | 11 | 11
nor3b_1 | 2 | 2
o21ai_1 | 2 | 2
a21oi_1 | 2 | 2
o211ai_1 | 3 | 3
conb_1 | 1 | 8
xor2_1 | 2 | 2
nand3_1 | 12 | 12
nor2_1 | 9 | 9
o41ai_1 | 2 | 2
a31oi_1 | 4 | 4
clkbuf_4 | 0 | 5
clkbuf_1 | 2 | 3
dfrtp_1 | 32 | 32
o21ai_0 | 13 | 13
o221ai_1 | 3 | 3
nor4b_1 | 2 | 2
and3_1 | 3 | 3
nand4b_1 | 2 | 2
clkdlybuf4s50_1 | 0 | 5
ha_1 | 10 | 10
inv_1 | 18 | 18
-- report_power, final --
group | internal, W | switching [W]
clock | 0.0000584 | 0.0000903
combinational | 0.0000267 | 0.0000258
sequential | 0.000297 | 0.0000191
-- layer usage --
metal	up-vias	wire, µm	GRT usage
met2	15	1210	0.250
met5	-	0	0
li1	611	-	-
met3	5	96	0.0447
met1	593	1360	0.278
met4	0	47	0.0325
No activity file was given, so power comes from the tool's default toggle rates.
